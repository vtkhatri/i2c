File: ./design.v
module master(
	input  wire        rst,       
	input  wire        clk,       
	input  wire        rw,        
	output reg  [7:0]  data_out,  
	input  wire [7:0]  data_in,   
	output wire [3:0]  state,     
	output reg         sclk,      
	output reg         sda_out,   
	input  wire        sda_in     
);
reg [2:0] prescale_counter = 3'b000;
parameter [7:0] i2c_slave_address = 8'h5a;
localparam READ = 1'b1, WRITE = 1'b0;
localparam [3:0]
	STATE_IDLE        = 4'd0,
	STATE_START       = 4'd1,
	STATE_ADDRESSING  = 4'd2,
	STATE_WAITING     = 4'd3,
	STATE_ACK_STARTED = 4'd4,
	STATE_ACKD        = 4'd5,
	STATE_READING     = 4'd6,
	STATE_WRITING     = 4'd7,
	STATE_STOP_WAIT   = 4'd8,
	STATE_STOP        = 4'd9;
reg [3:0] state_reg = STATE_IDLE;
assign state = state_reg;
reg [3:0] state_next = STATE_IDLE;
reg [2:0] i_reg = 3'b000;
reg op_done = 1'b0;
reg [7:0] data_input = 8'h00;
reg [1:0] half_ack_received = 2'b00;
reg [1:0] half_nack_received = 2'b00;
reg rw_bit_wait = 1'b0;
initial begin
	sda_out = 1'b1;
	sclk = 1'b0;
	state_reg = STATE_IDLE;
end
always @* begin
	if (rst) begin
		state_next = STATE_IDLE;
	end
	else begin
		state_next = state_reg;
		case (state_reg)
			STATE_IDLE: begin
				if (sclk && sda_in) state_next = STATE_START;
			end
			STATE_START: begin
				if (!sda_in && sclk) state_next = STATE_ADDRESSING;
				else if (!sclk) state_next = STATE_IDLE;
				else state_next = STATE_START;
			end
			STATE_ADDRESSING: begin
				if (op_done) state_next = STATE_WAITING;
				else state_next = STATE_ADDRESSING;
			end
			STATE_WAITING: begin
				if (!sda_in && !sclk) state_next = STATE_ACK_STARTED;
				else state_next = STATE_WAITING;
			end
			STATE_ACK_STARTED: begin
				if (!sda_in && !sclk) state_next = STATE_ACK_STARTED;
				else if (sda_in) state_next = STATE_WAITING;
				else if (!sda_in && sclk) state_next = STATE_ACKD;
			end
			STATE_ACKD: begin
				if (sda_in) state_next = STATE_WAITING;
				else if (!sda_in && !sclk) begin
					if (rw == READ) state_next = STATE_READING;
					else state_next = STATE_WRITING;
				end else state_next = STATE_ACKD;
			end
			STATE_READING: begin
				if (op_done) state_next = STATE_STOP_WAIT;
				else state_next = STATE_READING;
			end
			STATE_WRITING: begin
				if (op_done) state_next = STATE_STOP_WAIT;
				else state_next = STATE_WRITING;
			end
			STATE_STOP_WAIT: begin
				if (sclk && !sda_in) state_next = STATE_STOP;
				else state_next = STATE_STOP_WAIT;
			end
			STATE_STOP: begin
				if (!sclk) state_next = STATE_STOP_WAIT;
				if (sclk && sda_in) state_next = STATE_IDLE;
				else state_next = STATE_STOP;
			end
		endcase
	end
end
always@(posedge clk) begin
	sda_out = sda_in;
	if (!rst)  begin
		prescale_counter++;
		if (prescale_counter == 3'b000) sclk = ~sclk;
	end
	state_reg = state_next;
	case (state_reg)
		STATE_IDLE: begin
			sda_out = 1'b1;
			i_reg = 3'b000;
			rw_bit_wait = 1'b0;
		end
		STATE_START: begin
			sda_out = 1'b0;
		end
		STATE_ADDRESSING: begin
			if (prescale_counter == 3'b111) begin
				if (!sclk) begin
					sda_out = i2c_slave_address[i_reg];
					if (i_reg != 3'b111) i_reg++;
					else op_done = 1'b1;
				end
			end
		end
		STATE_WAITING: begin
			i_reg = 3'b000;
			op_done = 1'b0;
			if (prescale_counter == 3'b111) sda_out = 1'b0;
		end
		STATE_ACK_STARTED: begin
		end
		STATE_ACKD: begin
		end
		STATE_READING: begin
			if (prescale_counter == 3'b111) begin
				if (!sclk) begin
					data_out[i_reg] = sda_in;
					if (i_reg != 3'b111) i_reg++;
					else op_done = 1'b1;  
				end
			end
		end
		STATE_WRITING: begin
			if (prescale_counter == 3'b111) begin
				if (!sclk) begin
					sda_out = data_in[i_reg];
					if (i_reg != 3'b111) i_reg++;
					else op_done = 1'b1;  
				end
			end
		end
		STATE_STOP_WAIT: begin
			op_done = 1'b0;
			sda_out = 1'b0;
		end
		STATE_STOP: begin
			sda_out = 1'b1;
		end
	endcase
	if (rst) begin
		sda_out = 1'b1;
		sclk = 1'b0;
		rw_bit_wait = 1'b0;
		state_reg = STATE_IDLE;
	end
end
endmodule
File: ./run.sh
#!/bin/bash
# OpenROAD 26Q1-2900-gdf79404cd8, Yosys 0.63+post, stock flow scripts
make -C /OpenROAD-flow-scripts/flow DESIGN_CONFIG=/design/flow/config.mk WORK_HOME=/design/flow/orfs finish
File: ./config.mk
export PLATFORM = sky130hd
export DESIGN_NAME = master
export DESIGN_NICKNAME = master
export VERILOG_FILES = /design/flow/design.v
export SDC_FILE = /design/flow/constraint.sdc
export NUM_CORES = 4
export LEC_CHECK = 1
export CORE_AREA = 10 10 96 96
export DIE_AREA = 0 0 106 106
File: ./constraint.sdc
current_design master

set clk_period 4.4
set clk_io_pct 0.2

create_clock -name clk0 -period $clk_period [get_ports {clk}]

set non_clock_inputs [all_inputs -no_clocks]
set_input_delay [expr $clk_period * $clk_io_pct] -clock clk0 $non_clock_inputs
set_output_delay [expr $clk_period * $clk_io_pct] -clock clk0 [all_outputs]
==> Slide: Implementation Results <==
Implementation Results

Status
  – Outcome: finished, final reports clean

Synth
  – Post-Syn Area: 1478 µm²
  – Cell count in the Yosys report: 158
  – Mean Syn Cell Area: 9.352 µm²
  – Synth Instances: 158
  – Top cells by count, synth: nand2_1, o21ai_0, edfxtp_1
  – FF+latch count, synth: 21
  – Cell Type Count: 53
  – Yosys warning tally: 1
  – Top cells by area: edfxtp_1, dfxtp_1, ha_1
  – Count leader, synth: nand2_1
  – Top FF cell, synth: edfxtp_1
  – Area leader share: 24.39%
  – FFs w/ async S/R, synth: 0%
  – Synth Seq Share: 36.58%
  – Yosys Chip Area: 1478 µm²
  – Largest area contributor in the netlist: edfxtp_1
  – Post-synth EDFFs: 12

Setup path
  – CP top delay family: buffers and inverters
  – CP Data Arrival Time: 3.14 ns
  – Crit start category: input pin
  – Crit-path cells: clkdlybuf4s50_1 -> or2_1 -> a21oi_1 -> o311ai_1 -> nand2_1 -> inv_2 -> xnor2_1 -> a2bb2oi_1 -> nor2_1
  – Worst Path Buf+Inv: 2
  – WP data required: 4.35 ns
  – Crit-path slowest cell: clkdlybuf4s50_1
  – Slowest stage delay, CP: 0.78 ns
  – CP endpoint kind: flip-flop
  – Worst-path fanout max: 12
  – Critical path class: input pin to flip-flop

Final timing
  – Worst Clk Skew: 0.007518 ns
  – Max Freq: around 310 MHz
  – Final setup TNS: 0 ns
  – Worst-Margin Slew: about 0.56 ns
  – RSZ-0062 raised after global routing: false
  – Final setup fails: 0
  – Final hold violation count: 0
  – Hold WS: approximately 0.50 ns
  – Crit share post-route: 72.62%
  – Period minus WS final: 3.195 ns
  – Slew Viols, Final: 0
  – Max_slew headroom: 62.79%

Power and ir drop
  – VDD IR-drop max: 160.3 µV
  – Pwr per Cell Area: 321.2 nW/µm²
  – Tot Pwr: around 0.60 mW
  – Clock Power Share: 21.4%
  – Comb pwr share: between 30% and 40%
  – Internal power: 0.3950 mW
  – Pleak: 0.6700 nW
  – Sequential Power Share: 46.7%
  – Net Sw Power: 0.2029 mW
  – Sw frac: between 30% and 40%

Detailed routing
  – Initial DRC count: 148
  – Routed via count: 1216
  – 1st-pass router iterations: 4
  – Avg WL per Cell: 11.78 µm
  – Inserted Diodes: 0
  – Final wirelength: 3298 µm
  – Routed Antenna Nets: 0
  – Drt drc: 0
  – Vias per cell: around 4.3

Floorplan
  – IO Pins: 26
  – Core area: 7214 µm²
  – Rows: 31
  – Die height: roughly 110 µm
  – DIE WIDTH: between 100 and 150 µm
  – Die footprint: 11240 µm²
  – Fp util: 20.48%

Global route
  – First-pass GRT wire length: 5540 µm
  – Initial antenna violation count: 0
  – Vias in the first global route: 1147
  – Largest net degree at the start of global routing: 18
  – Tot GR Track Use: 5.760%
  – GRT overflow: 0

CTS
  – Post-CTS sizing: 0
  – Clock sinks: 21
  – Clock Tree Root: clkbuf_8
  – Post-CTS Hold Buffers: 0
  – CTS H-tree lvls: 1
  – Clk latency late pin: 0.26 ns
  – Clock-pin slew on the worst setup and hold paths: about 0.080 ns
  – Max Buffers Root-to-Sink: 2
  – Post-CTS setup buffer count: 0
  – Inserted Clock Buffers: 3
  – CTS tree: yes

Run
  – Tool warnings: 29
  – MaxCap Viol Count: 0

Finish
  – Area delta synth->final: 26.00%
  – Filler Cell Count: 793
  – Final Cell Area: 1862 µm²
  – Fraction of layout cells with a size suffix above 1: 8.287%
  – Max FFs per register: 8

Placement
  – DP Wirelength: 2520 µm
  – RePlAce Congestion: 0.8164
  – Buffers added on ports: 25
  – Placed inst area: between 1500 and 2000 µm²

Min path
  – HP Class: flip-flop to flip-flop
## cells by family after synthesis
logic type                 count (synthesis)  share of synthesized area [%]
xor gates and xnor gates                   9                          5.335
buffers and inverters                     15                          5.080
and+or+nand+nor                           59                          21.51
adders and majority gates                  7                          5.927
muxes                                      7                          6.520
DFF                                       21                          36.58
AOI/OAI and AO/OA                         40                          19.05
## area by class of cell
| cell class | count | area (µm²) | share of cell area (%) |
|---|---|---|---|
| multi-input combinational | 122 | 862.1 | 46.30 |
| clock buffer | 4 | 45.04 | 2.419 |
| sequential | 21 | 540.5 | 29.03 |
| tap | 99 | 123.9 | 6.653 |
| timing repair buffer | 26 | 257.7 | 13.84 |
| inverter | 8 | 32.53 | 1.747 |
## power by group through the flow
| stage | Clock (mW) | Combinational, mW | Sequential (mW) |
|---|---|---|---|
| after global routing | 0.136 | 0.218 | 0.287 |
| after CTS | 0.128 | 0.192 | 0.280 |
| final | 0.128 | 0.191 | 0.279 |
## path summary, 6_finish.rpt
check | from | to | slack [ns] | cells past startpoint
setup / recovery | sda_in | i_reg[0] | 1.20 | 9
hold / removal | prescale_counter[1] | prescale_counter[1] | 0.50 | 2
setup reg to reg | state_reg[2] | i_reg[0] | 1.90 | 8
hold reg to reg | prescale_counter[1] | prescale_counter[1] | 0.50 | 2
## through the flow
step	setup WS, ns	utilization, %	std cells
floorplan	1.482	-	158
global placement	0.9880	25.18	276
detailed placement	0.9708	25.18	276
CTS	1.221	25.81	280
global route	1.007	25.81	280
finish	1.205	25.81	280
## cell usage in the layout, fill, tap and decap left out, drive strengths merged, types with 2 or more instances in the layout
master	n
xnor2	7
or3	2
nand3	3
inv	8
ha	7
o21ai	16
o311ai	2
nand2b	3
and2	3
mux2i	4
o31ai	3
a31oi	2
nand3b	4
nand4	2
edfxtp	12
xor2	2
dfxtp	9
a211oi	2
nand2	22
clkbuf	4
or2	2
clkdlybuf4s50	25
mux4	2
a21oi	4
a211o	2
nor2	10
nand4b	2
## tightest hold or removal path, delay by kind of cell (launching register included)
family           cells  cell delay (ns)
DFF                  1             0.35
and+or+nand+nor      2             0.12
## per-layer routing
layer,global-route usage [%],vias to the layer above,routed length (µm)
met2,8.348,22,1436
met1,8.737,571,1707
li1,-,619,-
met3,1.284,4,120
met5,0,-,0
met4,0.8704,0,34
Power is estimated from default activity; no workload was simulated.
